==> ./design.v <==
module nvram_prog(rst_n, 
                  spi_clk_i, 
                  spi_ncs_i, 
                  spi_mosi, 
                  spi_miso,
                  addr,
                  data,
                  nce,
                  noe,
                  nwe,
                  led,
                  );
   input                        rst_n;
   input                        spi_clk_i;
   input                        spi_ncs_i;
   input                        spi_mosi;
   output reg                   spi_miso;
   output reg [12:0]            addr;
   inout [7:0]                  data;
   output reg                   nce;
   output reg                   noe;
   output reg                   nwe;
   output [2:0]                 led;
   reg [4:0]                     spi_counter;
   reg [2:0]                     rd_counter;
   reg                           spi_rdn_wr;
   reg [15:0]                    sub_addr;
   reg [7:0]                     data_o;
   reg [7:0]                     data_i;
   assign data = noe ? data_o : 8'hzz;
   assign led[0] = spi_mosi;
   assign led[1] = spi_ncs_i;
   assign led[2] = spi_clk_i;
   always @ (posedge spi_clk_i, posedge spi_ncs_i) begin
      if(spi_ncs_i) 
        spi_counter <= 0;
      else
        spi_counter <= spi_counter + 1'b1;
   end
   always @ (posedge spi_clk_i, negedge rst_n)
     if(~rst_n)
       spi_rdn_wr <= 1'b0;
     else if (spi_counter == 0)
       spi_rdn_wr <= spi_mosi;
   always @ (posedge spi_clk_i, posedge spi_ncs_i)
     if (spi_ncs_i)
       sub_addr <= 16'h00;
     else if (spi_counter < 16)
       begin
          sub_addr[15:1] <= sub_addr[14:0];
          sub_addr[0] <= spi_mosi;
       end
   always @ (posedge spi_clk_i)
     if (spi_counter >= 16 && spi_counter < 24)
       begin
          data_o[7:1] <= data_o[6:0];
          data_o[0] <= spi_mosi;
       end
   always @ (negedge spi_clk_i, posedge spi_ncs_i) begin
      if(spi_ncs_i) 
        rd_counter <= 0;
      else
        rd_counter <= rd_counter + 1'b1;
   end
   always @ (*)
     spi_miso =  data_i[7 - rd_counter[2:0]];
   always @ (posedge spi_clk_i, negedge rst_n)
     if (~rst_n)
       addr <= 13'h1FFF;
     else if (spi_counter == 16)
       addr <= sub_addr[12:0];
   reg[1:0] state;
   reg [1:0] next_state;
   parameter S_IDLE = 0, S_WR=1, S_RD=2;
   always @ (posedge spi_clk_i, negedge rst_n)
     if (~rst_n)
       state <= S_IDLE;
     else 
       state <=  next_state;
   always @ (*)
     case (state)
       S_IDLE: 
          if (~spi_rdn_wr & spi_counter == 17)
            next_state = S_RD;
          else if (spi_rdn_wr & spi_counter == 25)
            next_state = S_WR;
          else
            next_state = S_IDLE;
       S_RD:
         next_state = S_IDLE;
       S_WR:
         next_state = S_IDLE;
       default:
         next_state = S_IDLE;
     endcase  
   always @ (*)
     if (state == S_IDLE) begin
        noe = 1'b1;
        nce = 1'b1;
        nwe = 1'b1;
     end
     else if (state == S_RD) begin
        noe = 1'b0;
        nce = 1'b0;
        nwe = 1'b1;
     end
     else if (state == S_WR) begin
        noe = 1'b1;
        nce = 1'b0;
        nwe = 1'b0;
     end
     else begin
        noe = 1'b1;
        nce = 1'b1;
        nwe = 1'b1;
     end
   always @ (posedge spi_clk_i)
     if (state == S_RD)
       data_i <= data;
endmodule
==> ./run.sh <==
#!/bin/bash
# OpenROAD 26Q1-2900-gdf79404cd8, Yosys 0.63+post, stock flow scripts
make -C /OpenROAD-flow-scripts/flow DESIGN_CONFIG=/design/flow/config.mk WORK_HOME=/design/flow/orfs finish
==> ./config.mk <==
export PLATFORM = sky130hd
export DESIGN_NAME = nvram_prog
export DESIGN_NICKNAME = nvram_prog
export VERILOG_FILES = /design/flow/design.v
export SDC_FILE = /design/flow/constraint.sdc
export NUM_CORES = 4
export LEC_CHECK = 1
export CORE_UTILIZATION = 30
==> ./constraint.sdc <==
current_design nvram_prog

set clk_period 2.4
set clk_io_pct 0.2

create_clock -name clk0 -period $clk_period [get_ports {spi_clk_i}]

set non_clock_inputs [all_inputs -no_clocks]
set_input_delay [expr $clk_period * $clk_io_pct] -clock clk0 $non_clock_inputs
set_output_delay [expr $clk_period * $clk_io_pct] -clock clk0 [all_outputs]
==> ci_impl_report.md <==
### Metrics collected by this job

| Metric | Value |
|---|---|
| Cell Rows | `30` |
| Hold Vio Cnt, Final | `0` |
| Chip Height | `86.35 um` |
| Yosys stat area | `2135 um^2` |
| DRC violations left | `0` |
| Worst IR Drop VDD | `0.2490 mV` |
| RSZ-0062 raised after global routing | `true` |
| Run status | `finished, violations left` |
| Synthesized area per cell | `17.94 um^2` |
| Largest net degree at the start of global routing | `19` |
| Ant diodes | `0` |
| ANT nets after route | `0` |
| Stage-log warning count | `61` |
| Worst-path clk slew | `0.09 ns` |
| CP Max Fanout | `4` |
| Starting Density | `31.25%` |
| Vias in the first global route | `1093` |
| Setup TNS | `-1.100 ns` |
| First-pass GRT wire length | `5333 um` |
| Worst slew pin tran | `0.7294 ns` |
| Yosys reg bits | `54` |
| Clk_skew | `0.01182 ns` |
| Via count | `1060` |
| Critical Path AT | `3.02 ns` |
| Critical path's slowest cell | `mux4_2` |
| Met1 usage | `14.27%` |
| I/O pin total | `32` |
| Final GP Congestion | `0.7839` |
| TritonRoute pass-1 iters | `4` |
| Initial DRC count | `35` |
| DIE WIDTH | `86.35 um` |
| Worst slew margin | `51.22%` |
| Post-synthesis cell type count | `27` |
| Post-Route Utilization | `37.53%` |
| Post-Syn Area | `2135 um^2` |
| GRT met3 Usage | `3.865%` |
| Setup slack after layout | `-1.100 ns` |
| Final wirelength | `3151 um` |
| Overflow after GRT | `0` |
| Leak pwr | `0.001067 uW` |
| MaxCap Viol Count | `0` |
| Crit start category | `register` |
| Grt met2 use | `13.78%` |
| Final setup violation count | `1` |
| CP endpoint kind | `primary output` |
| Core ar. | `6832 um^2` |
| Final slew viol count | `0` |
| Via-to-Cell Ratio | `4.309` |
| Setup CP Type | `register to primary output` |
| Yosys Instances | `119` |
| Port bufs | `23` |
| GRT Total Usage | `9.572%` |
| Yosys warning tally | `2` |
| DP Wirelength | `2180 um` |
| Crit-path cells | `mux4_2, mux2_4, buf_2` |
| Layout cells sized above 1 | `40.67%` |
| Most used routing layer | `met1` |
| Mapped Cells | `119` |
| Seq share, synth | `67.88%` |
| Required @ worst endpoint | `1.92 ns` |
| DR WL/cell | `12.81 um` |
| Pwr per Cell Area | `666.2 nW/um^2` |
| Initial antenna violation count | `0` |
| Failing checks | `negative setup slack` |
| Hold WC Path Type | `input port to register` |
| Chip area | `7456 um^2` |
| Area grow syn2layout | `20.11%` |
| Pre-CTS WS | `-0.9716 ns` |
| CTS tree | `yes` |
| Peak per-stage delay on the critical path | `0.52 ns` |
| Clock latency on the worst-skew pair | `0.40 ns` |
-- stage by stage --
stage / area [um^2] / power (uW) / std cells / hold slack, ns
floorplan: 2127 / 1057 / 119 / 0.1844
global placement: 2430 / 1107 / 234 / 0.3759
detailed placement: 2430 / 1109 / 234 / 0.3906
CTS: 2564 / 1742 / 246 / 0.1784
global route: 2564 / 1798 / 246 / 0.1640
finish: 2564 / 1708 / 246 / 0.1887
-- cells in the mapped netlist --
master / count / area, um^2
buf_4: 3 / 22.52
mux2_2: 18 / 202.7
and4bb_4: 1 / 16.27
xor2_1: 3 / 26.28
mux2_4: 10 / 150.1
o21bai_1: 1 / 7.510
nor3_1: 1 / 5.000
inv_1: 4 / 15.01
buf_12: 1 / 20.02
or4_1: 1 / 7.510
buf_6: 2 / 22.52
edfxtp_1: 16 / 480.5
nand3_1: 2 / 10.01
nor4b_1: 1 / 8.760
dfstp_2: 14 / 367.9
nand3b_1: 1 / 7.510
nand4b_1: 1 / 8.760
dfrtp_1: 21 / 525.5
mux4_1: 2 / 52.55
and2b_2: 1 / 8.760
nor2_1: 2 / 7.510
xnor2_1: 2 / 17.52
buf_2: 1 / 5.000
nand2b_1: 1 / 6.260
nand2_1: 2 / 7.510
dfrtn_1: 3 / 75.07
ha_1: 4 / 50.05
-- power by group --
group	total, uW	switching, uW	internal, uW
Clock	647	305	342
Combinational	67.0	19.7	47.3
Sequential	994	14.8	979
-- placed cells by master, fill, tap and decap left out, drive strengths merged --
cell type and count:
mux2 28, clkdlybuf4s50 22, dfrtp 21, edfxtp 16, dfstp 14, clkbuf 9, inv 5, buf 5
ha 4, xor2 3, dfrtn 3, mux4 2, nand3 2, xnor2 2, nand2 2, nor2 2
nand4b 1, nor3 1, nand3b 1, or4 1, and2b 1, o21bai 1, nand2b 1, and4bb 1
nor4b 1, clkinv 1
-- cells by family (layout without fill, tap and decap cells) --
group | after synthesis | count (layout) | share of synthesized area (%)
flops | 54 | 54 | 67.88
compound gates | 1 | 1 | 0.3518
simple gates | 14 | 14 | 4.397
buf+inv | 11 | 42 | 3.985
fa+ha+maj | 4 | 4 | 2.345
mux | 30 | 30 | 18.99
xor+xnor | 5 | 5 | 2.052
-- sequential cells by signal, indices dropped and copies added (netlist names) --
signal / flops
addr: 13
data: 8
data_i: 8
rd_counter: 3
spi_counter: 5
spi_rdn_wr: 1
state: 3
sub_addr: 13
-- layout make-up --
class,instances,area (um^2)
timing repair buffer,26,245.2
multi-input combinational,54,596.8
clock inverter,2,13.76
sequential,54,1449
fill,657,4268
tap,96,120.1
clock buffer,10,123.9
inverter,4,15.01
-- path summary, 6_finish.rpt --
path	startpoint	end	slack [ns]	depth (start not counted)
hold reg to reg	rd_counter[0]$_DFF_NP0_	rd_counter[0]$_DFF_NP0_	0.38	1
max in group asynchronous	spi_ncs_i	rd_counter[2]$_DFF_NP0_	0.86	2
setup reg to reg	spi_counter[0]$_DFF_PP0_	addr[2]$_DFFE_PN1P_	0.84	4
min in group asynchronous	rst_n	state[2]$_DFF_PN0_	0.50	1
setup / recovery	rd_counter[0]$_DFF_NP0_	spi_miso	-1.10	3
hold / removal	data[7]	data_i[7]$_DFFE_PP_	0.19	0
-- per-layer routing --
layer,vias to the layer above,wire length [um]
li1,484,-
met1,543,1480
met2,27,1405
met3,6,193
met4,0,71
met5,-,0
-- repair_timing --
item	4_1_cts	5_1_grt
pin swaps	0	0
buffers inserted	1	0
endpoints found under the setup margin	1	1
hold buffers	0	0
resized	4	0
-- worst max-delay path: cells and delay by family (launching register included) --
kind     cells  cell delay (ns)
flops        1             0.50
buf+inv      1             0.11
mux          2             0.79
Power figures rest on the tool's default switching activity, not on a simulated workload.
